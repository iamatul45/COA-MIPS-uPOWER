$ cat /design/flow/config.mk
export PLATFORM = sky130hd
export DESIGN_NAME = ALU64bit
export DESIGN_NICKNAME = ALU64bit
export VERILOG_FILES = /design/flow/design.v
export SDC_FILE = /design/flow/constraint.sdc
export NUM_CORES = 4
export LEC_CHECK = 1
export CORE_UTILIZATION = 50
$ cat /design/flow/design.v
`timescale 1ns/1ns
module ALU64bit(
    output reg [63:0] ALU_result,
    output reg Branch,
    input [5:0] opcode,
    input [4:0] rs, rt, bo, bi,
    input [15:0] si,
    input [13:0] ds, 
    input [9:0] xox,
    input [8:0] xoxo,
    input aa, 
    input [1:0] xods);
    reg signed [63:0] temp, signed_rt, signed_rs;
    reg [63:0] zeroExtendSI, signExtendSI, zeroExtendDS;
    always @(rs, rt, si, xoxo, xox, xods, bo, bi, aa, ds)
    begin
      signed_rs = rs;
      signed_rt = rt;
      zeroExtendSI = {{48{1'b0}},si[15:0]};
      signExtendSI = {{48{si[15]}},si[15:0]};
      zeroExtendDS = {{50{1'b0}},ds[13:0]};
      Branch = 0;
      if(opcode == 6'd31 & xoxo != 9'd0)     
      begin
          case(xoxo)
            9'd266:  
                ALU_result = signed_rs + signed_rt;
            9'd40 :  
                ALU_result = signed_rt - signed_rs;
          endcase
      end  
      else if(opcode == 6'd31 & xox != 10'd0)    
      begin
        case(xox)
            10'd28:  
                ALU_result = rt & rs;
            10'd476:  
                ALU_result = ~(rs & rt);
            10'd444:  
                ALU_result = rs | rt;
            10'd316:  
                ALU_result = rs ^ rt;
            10'd986:  
                ALU_result = {{32{rt[31]}}, rt[31:0]};
        endcase
      end
      else if(opcode == 6'd19)       
      begin
        if(aa == 1)  
        begin
          ALU_result = signed_rs - signed_rt;
          if(ALU_result == 0)
              Branch = 1'b1;
          else
              Branch = 1'b0;
        end
        else if(aa == 0)  
        begin
            ALU_result = signed_rs - signed_rt;
            if(ALU_result != 0)
            begin
              Branch = 1'b1;
              ALU_result = 1'b0;
              end
            else
              Branch = 1'b0; 
        end
      end
      else if(opcode == 6'd18)  
            Branch = 1'b1;
      else if(si != 15'b0)       
      begin
          case(opcode)
            6'd14:  
                ALU_result = rt + zeroExtendSI;
            6'd15:  
                ALU_result = rt + signExtendSI;
            6'd28:  
                ALU_result = rt & zeroExtendSI;
            6'd24:  
                ALU_result = rt | zeroExtendSI;
            6'd26:  
                ALU_result = rt ^ zeroExtendSI;
            6'd32:  
                ALU_result = rt + zeroExtendSI;
            6'd36:  
                ALU_result = rt + signExtendSI;
            6'd37:  
                ALU_result = rt + signExtendSI;
            6'd40:  
                ALU_result = rt + signExtendSI;
            6'd42:  
                ALU_result = rt + signExtendSI;
            6'd44:  
                ALU_result = rt + signExtendSI;
            6'd34:  
                ALU_result = rt + zeroExtendSI;
            6'd38:  
                ALU_result = rt + signExtendSI;
          endcase
      end  
      else if(ds != 14'b0)       
      begin
        if(opcode == 6'd58)
            ALU_result = rt + zeroExtendDS;
        else if(opcode == 6'd62)
            ALU_result = rt + zeroExtendDS;  
      end
    end
    initial 
    begin
        $monitor("Opcode : %6b, RS : %64b, RT : %64b, signExtendSI = %64b, zeroExtendSI = %64b, zeroExtendDS = %64b, Result : %64b\n",
        opcode, rs, rt, signExtendSI, zeroExtendSI, zeroExtendDS, ALU_result);
    end
endmodule
module alu64bittb();
    wire [63:0] ALU_result;
    wire branch;
    reg [5:0] opcode;
    reg [4:0] rs, rt, bo, bi;
    reg [15:0] si;
    reg [13:0] ds; 
    reg [9:0] xox;
    reg [8:0] xoxo;
    reg aa;
    reg [1:0] xods;
    ALU64bit testerboi (
        .ALU_result(ALU_result),
        .Branch(branch),
        .opcode(opcode),
        .rs(rs),
        .rt(rt),
        .bo(bo),
        .bi(bi),
        .ds(ds),
        .xox(xox),
        .xoxo(xoxo),
        .aa(aa),
        .xods(xods)
    );
    initial begin
        $dumpfile("ALU64Bittb.vcd"); 
        $dumpvars(0, alu64bittb);
    end
    initial begin
        opcode = 6'd31;
        xoxo = 9'd266;
        si = 16'd1000;
        rs = 3;
        rt = 5;
        #10
        opcode = 6'd40;
        xoxo = 9'd266;
        rt = 32;
        rs = 14;
        #10
        opcode = 6'd31;
        xox = 9'd28;
        rt = 123;
        rs = 632;
        #10
        opcode = 6'd31;
        xox = 10'd316;
        rt = 513;
        rs = 66;
        #10
        opcode = 6'd19;
        aa = 0;
        xox = 10'd316;
        rt = 4;
        rs = 3;
        #10
        si = 15'b1;
        opcode = 6'd36;
        rt = 8;
        si = 1000;
        #10;
        ds = 14'b1;
        opcode = 6'd58;
        rt = 4;
        si = 250;
        #10;
    end
endmodule
$ cat /design/flow/constraint.sdc
current_design ALU64bit

set clk_period 6.1
set clk_io_pct 0.2

create_clock -name clk0 -period $clk_period

set non_clock_inputs [all_inputs -no_clocks]
set_input_delay [expr $clk_period * $clk_io_pct] -clock clk0 $non_clock_inputs
set_output_delay [expr $clk_period * $clk_io_pct] -clock clk0 [all_outputs]
$ cat /design/flow/run.sh
#!/bin/bash
# OpenROAD 26Q1-2900-gdf79404cd8, Yosys 0.63+post, stock flow scripts
make -C /OpenROAD-flow-scripts/flow DESIGN_CONFIG=/design/flow/config.mk WORK_HOME=/design/flow/orfs finish
==> out/qor.yml <==
place_congestion: 0.975
p_leak_nw: 2.60
place_hpwl_microns: 11300
ys_types: 74
simple_gate_share_pct: 31.2
cts_resized: 0
outcome: "complete, but fails checks"
postRouteAntennaNets: 0
syn_area_sq_um: 4580
crit_slowest_cell: "clkdlybuf4s50_1"
dieWidth_microns: 97.7
synthAdderAreaFrac_pct: 16.1
maxSlewHeadroom_pct: 42.2
total_power_uw: 368
crit_chain: "clkdlybuf4s50_1, inv_1, ha_1, nor2_1, a221oi_1, a21oi_1, nand3_1, xnor2_1, a21oi_1, clkdlybuf4s50_1"
ios: 143
critPathLaunchType: "input pin"
cp-end-kind: "output port"
grt_pass1_wl_microns: 22100
cap_viol_max_count: 0
min_path_type: "input pin to output port"
rsz0062_at_grt: "false"
hold_viol_final: 0
rows: 34
arrival_ns: 4.00
post-cts-setup-buffers: 0
chipArea_sq_um: 9550
ys_cells: 621
finalWirelength_microns: 13700
final.min_clock_period_ns: 5.22
unclocked_regs: 59
drc: 11
diodes: 0
top_area_cell: "dlxtn_1"
fillCellCount: 719
cp.required_ns: 4.88
path_delay_family: "buffers and inverters"
top_area_share_pct: 19.3
max_freq_mhz: 192
netlist_logic_family_top: "simple AND/OR/NAND/NOR gates"
placeableCoreArea_sq_um: 8810
critPathKind: "input pin to output port"
fin_crit_sh_pct: 85.6
largest_reg_flops: 59
ys.flops: 59
crit_buf_inv: 3
synthArstFlopShare_pct: 0
tns_ns: 0
untimed_endpoints: 123
critPathLaunch: "rt[3]"
ys.flop_type: "dlxtn_1"
fp_util_pct: 52.0
dr.first_iter.drc_count: 361
antenna_found_initial: 0
yosys-top-cells-area: "dlxtn_1 19%, ha_1 14%, nand2_1 6.3%, o21ai_0 3.5%, nor2_1 3.1%"
warnings: 65
grt_usage_pct: 29.1
synth_warnings: 4
cp_num_cells: 10
cts_hold_buf: 0
setup-violations-final: 0
syn_inst: 621
grt_pass1_vias: 4371
wl_per_cell_microns: 16.5
grt_max_degree: 55
mux_share_pct: 0.464
ys_sh_aoi_pct: 22.7
via_count: 4971
ir_drop_v: 0.0000501
edf_count: 0
drive_gt1_share_pct: 4.57
critPathMaxFanout: 8
ys_chip_area_sq_um: 4580
drv_slew: 0
violations: "design-rule violations"
io_buffer_count: 131
power_density_nw_per_um2: 62.2
max_stage_delay_ns: 0.62
worst_pin_slew_ns: 0.855
drtPass1Iterations: 46
vias_per_cell: 5.99
overflow: 0
die-height_microns: 97.7
avgSynthCellArea_sq_um: 7.38
setup.worst_path.end: "Branch"
area_growth_pct: 29.1
ys_sh_xor_pct: 3.63
==> where the power goes <==
group / total [mW] / switching, mW / internal, mW
Sequential: 0.0546 / 0.00555 / 0.0490
Clock: 0 / 0 / 0
Combinational: 0.313 / 0.159 / 0.154
Total: 0.368 / 0.164 / 0.203
==> synth_stat cells (all sizes together), types with 8 or more instances <==
library cell   n
inv           29
nand2         87
a31oi         10
nor2          39
a21oi         26
xor2           8
o21ai         41
nor4          10
a211oi         8
nor3          20
nand4b         8
ha            51
nand3         22
dlxtn         59
clkbuf        23
xnor2         11
and3           9
a221oi         8
nand2b        21
buf           15
==> per-stage QoR <==
step                worst slack [ns]  instance area (sq um)  utilization (%)  instances  hold slack [ns]
floorplan                       2.32                   4580                -        621             2.57
global placement               0.892                   5910             67.1        830             3.52
detailed placement             0.909                   5910             67.1        830             3.51
CTS                            0.882                   5910             67.1        830             3.53
global route                   0.623                   5910             67.1        830             3.57
finish                         0.879                   5910             67.1        830             3.53
==> layout by cell type (no fill, tap or decap), types with 11 or more instances in the layout <==
cell type	count
xnor2_1	11
nand3_1	22
nor2_1	38
clkdlybuf4s50_1	131
o21ai_0	32
dlxtn_1	59
inv_1	29
ha_1	51
a21oi_1	26
nor3_1	15
nand2b_1	21
nand2_1	77
==> per-layer routing <==
| metal | vias to the layer above | GRT usage [%] | wire, microns |
|---|---|---|---|
| met3 | 12 | 2.78 | 1040 |
| li1 | 2451 | - | - |
| met4 | 0 | 3.85 | 153 |
| met5 | - | 0 | 0 |
| met2 | 209 | 48.3 | 6450 |
| met1 | 2299 | 42.8 | 6070 |
==> tightest hold or removal path: stages <==
cell	delay (ns)
clkdlybuf4s50_1	0.45
xnor2_1	0.19
a21oi_1	0.07
clkdlybuf4s50_1	0.39
==> area by class of cell <==
type,instances,area [sq um],area share (%)
inverter,29,109,1.84
timing repair buffer,139,1370,23.2
tap,108,135,2.29
multi-input combinational,495,3410,57.7
sequential,59,886,15.0
==> logic make-up after synthesis <==
group,after synthesis
buf+inv,67
xor+xnor,19
compound gates,154
simple gates,264
fa+ha+maj,56
latches,59
mux,2
==> worst min path at each step <==
stage,cells after the start,startpoint,to
finish,4,aa,Branch
global route,4,aa,Branch
CTS,4,aa,Branch
Power is estimated from default activity; no workload was simulated.
